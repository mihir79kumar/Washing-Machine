### design/flow/design.v
module automatic_washing_machine(
    input clk, reset, door_close, start, filled, detergent_added, cycle_timeout, drained, spin_timeout,
    output reg door_lock, motor_on, fill_value_on, drain_value_on, done, soap_wash, water_wash
);
    parameter check_door = 3'b000,
              fill_water = 3'b001,
              add_detergent = 3'b010,
              cycle = 3'b011,
              drain_water = 3'b100,
              spin = 3'b101;
    reg [2:0] current_state, next_state;
    always @(current_state or start or door_close or filled or detergent_added or drained or cycle_timeout or spin_timeout or soap_wash or water_wash) begin
        case(current_state)
            check_door: begin
                if(start && door_close) begin
                    next_state = fill_water;
                    door_lock = 1;
                end else begin
                    next_state = check_door;
                    door_lock = 0;
                end
                motor_on = 0; fill_value_on = 0; drain_value_on = 0;
                soap_wash = 0; water_wash = 0; done = 0;
            end
            fill_water: begin
                if(filled) begin
                    if(soap_wash == 0) begin
                        next_state = add_detergent;
                        soap_wash = 1; water_wash = 0;
                    end else begin
                        next_state = cycle;
                        soap_wash = 1; water_wash = 1;
                    end
                    fill_value_on = 0;
                end else begin
                    next_state = fill_water;
                    fill_value_on = 1;
                end
                motor_on = 0; drain_value_on = 0; door_lock = 1; done = 0;
            end
            add_detergent: begin
                if(detergent_added) begin
                    next_state = cycle;
                end else begin
                    next_state = add_detergent;
                end
                motor_on = 0; fill_value_on = 0; drain_value_on = 0;
                door_lock = 1; soap_wash = 1; water_wash = 0; done = 0;
            end
            cycle: begin
                if(cycle_timeout) begin
                    next_state = drain_water;
                    motor_on = 0;
                end else begin
                    next_state = cycle;
                    motor_on = 1;
                end
                fill_value_on = 0; drain_value_on = 0;
                door_lock = 1; done = 0;
            end
            drain_water: begin
                if(drained) begin
                    if(water_wash == 0)
                        next_state = fill_water;
                    else
                        next_state = spin;
                end else begin
                    next_state = drain_water;
                    drain_value_on = 1;
                end
                motor_on = 0; fill_value_on = 0;
                door_lock = 1; soap_wash = 1; done = 0;
            end
            spin: begin
                if(spin_timeout) begin
                    next_state = check_door;
                    done = 1;
                end else begin
                    next_state = spin;
                    done = 0;
                end
                motor_on = 0; fill_value_on = 0; drain_value_on = 0;
                door_lock = 1; soap_wash = 1; water_wash = 1;
            end
            default: begin
                next_state = check_door;
            end
        endcase
    end
    always @(posedge clk or posedge reset) begin
        if(reset)
            current_state <= check_door;
        else
            current_state <= next_state;
    end
endmodule
### design/flow/config.mk
export PLATFORM = sky130hd
export DESIGN_NAME = automatic_washing_machine
export DESIGN_NICKNAME = automatic_washing_machine
export VERILOG_FILES = /design/flow/design.v
export SDC_FILE = /design/flow/constraint.sdc
export NUM_CORES = 4
export LEC_CHECK = 1
export CORE_AREA = 10 10 70 70
export DIE_AREA = 0 0 80 80
### design/flow/constraint.sdc
current_design automatic_washing_machine

set clk_period 1.8
set clk_io_pct 0.2

create_clock -name clk0 -period $clk_period [get_ports {clk}]

set non_clock_inputs [all_inputs -no_clocks]
set_input_delay [expr $clk_period * $clk_io_pct] -clock clk0 $non_clock_inputs
set_output_delay [expr $clk_period * $clk_io_pct] -clock clk0 [all_outputs]
### design/flow/run.sh
#!/bin/bash
# OpenROAD 26Q1-2900-gdf79404cd8, Yosys 0.63+post, stock flow scripts
make -C /OpenROAD-flow-scripts/flow DESIGN_CONFIG=/design/flow/config.mk WORK_HOME=/design/flow/orfs finish
==> impl_metrics.yaml <==
# generated from flow reports
clocking:
  postCtsHoldBufs: 0
  post_cts_buffers: 0
  worstSkewPairLatency_ns: 0.24
  ctsResizeCount: 0
  clkTransAtPathRegs_ns: 0.04
  cts_tree: "built"
  htree_levels: 1
  cts_buffers: 3
  cts_root_buf: "clkbuf_4"
  cts_buffer_depth: 2
grt:
  grt_max_degree: 8
  grt_pass1_wl_um: 1810
  overflow: 0
  antenna_found_initial: 0
  groute.usage.overall: 0.0353
  grt_pass1_vias: 394
setup_path:
  r2r_setup_slack_ns: 0.85
  arrival_ns: 1.21
  worst_ep_required_time_ns: 1.92
  r2r-end: "current_state[5]$_DFF_PP0_"
  r2r-start: "current_state[3]$_DFF_PP0_"
  crit_end: "current_state[5]$_DFF_PP0_"
  start_kind: "input pin"
  r2r.worst_path.cells: 2
  crit_start: "filled"
  end_kind: "register"
  worstSetupPathType: "in2reg"
  path_max_fanout: 3
sta:
  setup_viol: 0
  untimed_endpoints: 14
  period_needed_ns: 1.09
  min_period_over_period: 0.603
  timing.setup.tns_ns: 0
  fmax_mhz: 922
  worstMarginPinSlew_ns: 0.350
  unclocked_pins: 7
  skew_ns: 0.000681
  hold_viol: 0
  slew_headroom: 0.765
  rsz0062_at_grt: "false"
  slew_viol_final: 0
pwr:
  power_density_nw_per_um2: 1320
  combinationalPowerShare: 0.355
  p_sw_frac: 0.268
  clkPwrFrac: 0.150
  seq_power_share: 0.494
  internal_power_mw: 0.634
  p_switching_mw: 0.232
  peakVddDrop_mv: 0.298
  p_leak_nw: 0.298
drt:
  post_drt_wl_per_cell_um: 9.69
  wirelength_um: 1050
  dr_total_vias: 362
  drtIter0Drc: 22
  via_per_inst: 3.35
  post-route-drc-count: 0
  drt_pass1_iterations: 2
  ant_nets: 0
  n_antenna_cell: 0
synth:
  synthArstFlopShare: 0.462
  netlist_area_um2: 422
  netlist-cell-type-count: 20
  topCellsByArea: "dfrtp_1 30%, dlxtn_1 25%, dfstp_2 6.2%"
  synth_flop_count: 13
  top_cell_area_share: 0.297
  synth_warnings: 1
  syn_avg_cell_area_um2: 9.81
  syn-instance-count: 43
  synth-edff-count: 0
  flop_cell: "dlxtn_1"
  yosys.area.top_type: "dfrtp_1"
  yosys_area_um2: 422
  ys_cells: 43
floorplan:
  dieHeight_um: 80
  chipArea_um2: 6400
  core_area_um2: 3420
  num_rows: 21
  io_pins: 16
  die_w_um: 80
  fp_util: 0.123
min_path:
  hold_path.class: "in2async"
run_status:
  status: "finished, final reports clean"
final_layout:
  layout-drive-gt1-share: 0.0806
  fin_cells: 108
  syn_to_final_growth_pct: 55.5
placement:
  port_buffers: 15
  dp_hpwl_um: 937
  placedCellCount: 104
  place_congestion: 0.750
job:
  warnings: 25
  drv_cap: 0
==> kinds of logic after synthesis <==
logic type	Yosys count	share of synthesized area
buffers and inverters	5	0.0445
AOI/OAI and AO/OA	8	0.125
DFF	6	0.359
and+or+nand+nor	17	0.223
latches	7	0.249
==> sequential cells by signal (all words and copies together) (netlist names) <==
register        cells
current_state       6
done                1
door_lock           1
drain_value_on      1
fill_value_on       1
motor_on            1
soap_wash           1
water_wash          1
==> final cells by class <==
type | count | area (µm²)
fill | 391 | 2760
tap | 46 | 57.6
sequential | 13 | 256
clock buffer | 4 | 26.3
inverter | 5 | 18.8
multi-input combinational | 25 | 146
timing repair buffer | 15 | 150
==> metal layers <==
layer | share of wire | global-route usage | vias up
li1 | - | - | 186
met1 | 0.38 | 0.0381 | 164
met2 | 0.47 | 0.0570 | 10
met3 | 0.14 | 0.0216 | 2
met4 | 0.0057 | 0.00880 | 0
met5 | 0 | 0 | -
==> Yosys cell counts, types with 2 or more instances <==
cell type  number
dfrtp_1         5
o21ai_0         3
nand3_1         2
dlxtn_1         7
inv_1           5
nand2_1         7
==> worst min-delay path by stage <==
stage,to,slack (ns),cells after the start
CTS,current_state[2]$_DFF_PP0_,0.35,2
global route,current_state[2]$_DFF_PP0_,0.37,2
finish,current_state[2]$_DFF_PP0_,0.35,2
==> worst max-delay path: stages <==
cell             delay, ns
clkdlybuf4s50_1       0.45
and3_1                0.18
a211o_1               0.22
==> power groups by stage <==
| stage | combinational [mW] | sequential (mW) | clock, mW |
|---|---|---|---|
| after CTS | 0.313 | 0.427 | 0.137 |
| after global routing | 0.356 | 0.445 | 0.150 |
| final | 0.307 | 0.428 | 0.130 |
==> cells in the final DEF (no fill, tap or decap) <==
cell type | netlist | final
dfstp_2 | 1 | 1
o31ai_1 | 1 | 1
o22ai_1 | 1 | 1
a21o_1 | 1 | 1
or3b_1 | 1 | 1
or4_1 | 1 | 1
nor2b_1 | 1 | 1
a211o_1 | 1 | 1
o211ai_1 | 1 | 1
dlxtn_1 | 7 | 7
inv_1 | 5 | 5
clkdlybuf4s50_1 | 0 | 15
clkbuf_1 | 0 | 1
nand2_1 | 7 | 7
nor3_1 | 1 | 1
and2_1 | 1 | 1
and3_1 | 1 | 1
clkbuf_4 | 0 | 3
dfrtp_1 | 5 | 5
or4_4 | 1 | 1
o21ai_0 | 3 | 3
nand3_1 | 2 | 2
nand2b_1 | 1 | 1
==> per-stage QoR <==
step | util | hold WS (ns) | worst slack (ns) | instance area [µm²] | total power, mW
after floorplan | - | 0.150 | 0.900 | 422 | 0.569
after global placement | 0.184 | 0.518 | 0.459 | 629 | 0.742
after detailed placement | 0.184 | 0.521 | 0.448 | 629 | 0.740
after CTS | 0.192 | 0.353 | 0.708 | 656 | 0.877
after global routing | 0.192 | 0.371 | 0.696 | 656 | 0.951
final | 0.192 | 0.353 | 0.715 | 656 | 0.865
Power is estimated from default activity; no workload was simulated.
